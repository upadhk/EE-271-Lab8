==> ./design.v <==
module compareNums(reset, guess, code3, code2, code1, code0, correctLocation, valueOnly);
	input logic reset;
	input logic [1:0] guess, code3, code2, code1, code0;
	output logic [2:0] correctLocation, valueOnly;
	always_comb begin
		if (reset) begin
			correctLocation = 3'b000;
			valueOnly = 3'b000;
		end else if (guess == code3) begin		 
			correctLocation = 3'b001;
			valueOnly = 3'b000;
		end else begin
			if (guess == code2)						 
				valueOnly = 3'b001;
			else if (guess == code1)
				valueOnly = 3'b001;
			else if (guess == code0)
				valueOnly = 3'b001;
			else begin
				valueOnly = 3'b000;
			end
			correctLocation = 3'b000;
		end
	end
endmodule
==> ./run.sh <==
#!/bin/bash
# OpenROAD 26Q1-2900-gdf79404cd8, Yosys 0.63+post, stock flow scripts
make -C /OpenROAD-flow-scripts/flow DESIGN_CONFIG=/design/flow/config.mk WORK_HOME=/design/flow/orfs finish
==> ./config.mk <==
export PLATFORM = sky130hd
export DESIGN_NAME = compareNums
export DESIGN_NICKNAME = compareNums
export VERILOG_FILES = /design/flow/design.v
export SDC_FILE = /design/flow/constraint.sdc
export NUM_CORES = 4
export LEC_CHECK = 1
export CORE_AREA = 10 10 70 70
export DIE_AREA = 0 0 80 80
==> ./constraint.sdc <==
current_design compareNums

set clk_period 1.3
set clk_io_pct 0.2

create_clock -name clk0 -period $clk_period

set non_clock_inputs [all_inputs -no_clocks]
set_input_delay [expr $clk_period * $clk_io_pct] -clock clk0 $non_clock_inputs
set_output_delay [expr $clk_period * $clk_io_pct] -clock clk0 [all_outputs]
==> flow_summary.ini <==
; synthesis and place-and-route metrics
[synthesis]
xor_area_share_pct = 51.4
ys_sh_simple_pct = 9.17
synth_top_area_share_pct = 38.5
top_logic_kind = XOR/XNOR gates
ys_area_sq_um = 136
yosys_cells = 18
synthesis.area_sq_um = 136
ys_sh_adder_pct = 0
compound_area_share_pct = 14.7
top_area_cell = xnor2_1
synthCells = 18
yosysWarningCount = 1
ys_seq_share_pct = 0
avgSynthCellArea_sq_um = 7.58
netlist-cell-type-count = 9
synthTopCellsByArea = xnor2_1 (39%), buf_4 (22%), xor2_1 (13%)
mux_area_share_pct = 0

[worst_setup_path]
start_kind = primary input
required_ns = 1.04
cp_top_family = AND-OR/OR-AND gates
path_cells = buf_6 > xnor2_2 > a22oi_2 > a211oi_2 > buf_2
cp.arrival_ns = 0.95
cp-end-kind = output pin
critPathSlowestCell = a211oi_2
cp_max_fo = 4
critical_path_class = in2out
cp-startpoint = guess[0]
crit_buf_inv = 2
critPathMaxStageDelay_ns = 0.20

[finish]
fillCellCount = 406
combGateArea_sq_um = 168
synthToLayoutAreaGrowth_pct = 128
regArea_sq_um = 0
drive_gt1_share_pct = 63.3
layout_top_cell = clkbuf_2
mostFrequentLayoutCells = clkbuf_2 (8), xnor2_2 (5), conb_1 (4)
nClkBuffers = 0
seq_cells = 0
fin_cells = 76

[power]
power_leakage_nw = 0.136
pwr_density_cell_nw_per_um2 = 292
peakVddDrop_v = 0.0000218

[die]
row_count = 21
die_w_microns = 80
ios = 17
fp-utilization_pct = 3.99
die_area_sq_um = 6400
core_area_sq_um = 3420
die_height_microns = 80

[placement]
io_buffers = 13
gp_congestion = 0.804
dp_slack_ns = -0.821
post-place-cells = 76

[routing]
first_pass_iters = 1
vias = 153
drtIter0Drc = 0
drc = 0
drtAntennaViolNets = 0
route.detailed.wl_per_inst_microns = 6.79
antennaDiodeCount = 0
routed_via_density = 2.01
routed_wl_microns = 516

[hold_path]
hold_class = in2out
holdCritStartpoint = reset

[sta]
setup_ws_ns = 0.0858
drv_slew = 0
min_period_over_period_pct = 93.4
final_hold_viol_count = 0
finalSetupViolCount = 0
rsz0062_at_grt = false
max_freq_mhz = 824
fin_crit_ns = 1.21

[run_status]
status = finished, final reports clean

[clock_network]
holdBufCountCts = 0
postCtsSetupBuffers = 0

[global_route]
gr-total-overflow = 0
antenna_found_initial = 0
grt_pass1_vias = 170
grt_start_max_net_pins = 5
grt_pass1_wl_microns = 793
grt_usage_pct = 1.50

[flow_run]
warnings = 33
drv_cap = 0
==> final timing paths <==
check	to	slack, ns	cells after the start
setup / recovery	valueOnly[0]	0.09	5
hold / removal	valueOnly[0]	0.89	3
==> final cells by class <==
cell class,instances,share of cell area (%)
Multi-Input combinational cell,17,54.0
Timing Repair Buffer,13,27.4
Tap cell,46,18.5
==> where the power goes <==
part / internal (mW) / total, mW / leakage, nW / switching [mW]
clock: 0 / 0 / 0 / 0
combinational: 0.0541 / 0.0906 / 0.136 / 0.0365
sequential: 0 / 0 / 0 / 0
==> per-stage QoR <==
stage	utilization, %	instance area (sq um)	TNS (ns)	hold WS, ns	total power [mW]
4_1_cts	8.35	285	-0.0512	0.895	0.0731
6_report	9.08	310	0	0.889	0.0906
5_1_grt	9.08	310	0	0.935	0.102
3_5_place_dp	8.94	305	-1.43	1.46	0.0890
2_1_floorplan	-	148	0	0.531	0.0412
3_3_place_gp	8.94	305	-1.42	1.46	0.0878
==> repair_timing <==
item	CTS	global route
resized	21	30
pin swaps	10	12
endpoints found under the hold margin	0	0
setup endpoints to repair	2	2
==> cell usage after synthesis (all sizes together) <==
cell type / number
xnor2: 6
a211oi: 1
nand2: 1
xor2: 2
a22oi: 1
conb: 1
nor3: 1
buf: 4
nor2: 1
==> kinds of logic after synthesis <==
family | count (synthesis)
compound gates | 2
xor+xnor | 8
buf+inv | 4
other cells | 1
simple gates | 3
==> routing by layer <==
layer	GRT usage (%)	vias up	part of all wire, %
met5	0	-	0
met4	0	0	0
met3	0.455	0	12
met2	2.49	11	47
met1	1.98	69	41
li1	-	73	-
Power is estimated from default activity; no workload was simulated.

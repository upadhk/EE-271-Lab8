$ cat run.sh
#!/bin/bash
# OpenROAD 26Q1-2900-gdf79404cd8, Yosys 0.63+post, stock flow scripts
make -C /OpenROAD-flow-scripts/flow DESIGN_CONFIG=/design/flow/config.mk WORK_HOME=/design/flow/orfs finish
$ cat config.mk
export PLATFORM = sky130hd
export DESIGN_NAME = count
export DESIGN_NICKNAME = count
export VERILOG_FILES = /design/flow/design.v
export SDC_FILE = /design/flow/constraint.sdc
export NUM_CORES = 4
export LEC_CHECK = 1
export CORE_AREA = 10 10 91 91
export DIE_AREA = 0 0 101 101
$ cat constraint.sdc
current_design count

set clk_period 1.6
set clk_io_pct 0.2

create_clock -name clk0 -period $clk_period [get_ports {in}]

set non_clock_inputs [all_inputs -no_clocks]
set_input_delay [expr $clk_period * $clk_io_pct] -clock clk0 $non_clock_inputs
set_output_delay [expr $clk_period * $clk_io_pct] -clock clk0 [all_outputs]
$ cat design.v
module count(reset, in, displayTens, displayOnes, guesses);
	input logic reset, in;
	output logic [6:0] displayTens, displayOnes;
	output logic [7:0] guesses;
	logic [3:0] countOnes, countTens;
	always @(posedge in or posedge reset) begin  
		if (reset) begin
			countOnes <= 4'b0000;
			countTens <= 4'b0000;
			guesses <= 0;
		end else if (in) begin
			guesses = guesses + 1;
			if (countOnes < 9)
				countOnes <= countOnes + 4'b0001;	 
			else begin
				if (countTens < 9)
					countTens <= countTens + 1;		 
				else begin
					countTens <= 0;
				end
				countOnes = 0;
			end
		end
	end
	always_comb begin
		case (countOnes)
			4'b0000: displayOnes = 7'b1000000;	 
			4'b0001: displayOnes = 7'b1111001;	 
			4'b0010: displayOnes = 7'b0100100;	 
			4'b0011: displayOnes = 7'b0110000;	 
			4'b0100: displayOnes = 7'b0011001;	 
			4'b0101: displayOnes = 7'b0010010;	 
			4'b0110: displayOnes = 7'b0000010;	 
			4'b0111: displayOnes = 7'b1111000;	 
			4'b1000: displayOnes = 7'b0000000;	 
			4'b1001: displayOnes = 7'b0010000;	 
			default: displayOnes = 7'b1111111;
		endcase
	end
	always_comb begin
		case (countTens)
			4'b0000: displayTens = 7'b1000000;	 
			4'b0001: displayTens = 7'b1111001;	 
			4'b0010: displayTens = 7'b0100100;	 
			4'b0011: displayTens = 7'b0110000;	 
			4'b0100: displayTens = 7'b0011001;	 
			4'b0101: displayTens = 7'b0010010;	 
			4'b0110: displayTens = 7'b0000010;	 
			4'b0111: displayTens = 7'b1111000;	 
			4'b1000: displayTens = 7'b0000000;	 
			4'b1001: displayTens = 7'b0010000;	 
			default: displayTens = 7'b1111111;
		endcase
	end
endmodule
==> Changelog: implementation <==
### Physical design

- Final min period: 1799 ps
- Vias: ~1000
- CTS Buf Count: 3
- Flops out of synthesis: 16
- Most frequent cell after synthesis: dfrtp_1
- Final period util: 112.4%
- R2r setup slk: around 80 ps
- CTS max path bufs: 2
- Vias per cell: 3.996
- Top cell area share: around 38%
- Sequential Power Share: 56.6%
- Boundary Pins: 24
- Routed WL per cell: 10.99 um
- CTS tree: yes
- Worst Hold Class: in -> async
- Final Skew: 0.2528 ps
- Comb pwr share: 1.7%
- Synth area leader: dfrtp_1
- Final ANT Viol Nets: 0
- Hold Slack: 375.8 ps
- YS warnings: 1
- Max-cap violations: 0
- Routability Congestion: around 0.79
- Global route overflow: 0
- Die width: 101 um
- Cell Rows: 29
- Hold Fails Final Rpt: 0
- Status: complete, but fails checks
- Clk latency late pin: 240 ps
- Fraction of registers with async set or reset after synthesis: approximately 100%
- Post-route DRC: 0
- Sink Count: 16
- Power Internal: 0.5751 mW
- Layout Cells excl Fill: 262
- Logic area: 812.0 um^2
- Max-slew violation count: 0
- Crit path DAT: 1480 ps
- N_diodes: 0
- Clock power share: between 40% and 50%
- Sw frac: 19.60%
- Setup violations, final: 13
- Placed cells: 242
- H-tree lvl count: 1
- Maximum number of pins on one net before global-route repair: 17
- Mapped Avg Cell Area: 9.069 um^2
- Root Buffer: clkbuf_8
- First-pass GRT wire length: roughly 4700 um
- Cell count after synthesis: about 120
- Mapped cell area: 0.001061 mm^2
- Fmax: approximately 560 MHz
- RSZ-0062 raised after global routing: true
- Leak pwr: 0.9106 nW
- Pwr Total: 0.7152 mW
- Fill count: 618
- Core Util at FP: 16.71%
- Yosys Chip Area: 0.001061 mm^2
- Post-synthesis sequential area ratio: 37.74%
- Core box area: 0.006350 mm^2
- First-pass DRT Iterations: 4
- Die area: 0.01020 mm^2
- Starting DRC count in detailed routing: about 43
- Net Sw Power: 0.1402 mW
- Worst-path clk slew: approximately 60 ps
- P per Cell Area: 366.2 mW/mm^2
- GRT Overall Usage: 5.393%
- Detail Placement HPWL: 1926 um
- Top cells by count, synth: 16 x dfrtp_1, 12 x nor2_1, 11 x a21oi_1, 11 x ha_1, 10 x o21ai_0
- Worst Setup End Kind: output port
- Tightest Pin Transition: 300.0 ps
- Util after Layout: between 30 and 40%
- Sum of negative setup slack: -1310 ps
- Tool Warnings: 35
- Worst-path fanout max: 3
- Yosys stat cell total: 117
- CP Class: reg -> out
- Top cells by area: dfrtp_1 38%, ha_1 13%, a21oi_1 5.2%
- Worst setup SP type: flop
- Synth cell types: 32
- Die span in y: ~100 um
- Final WL: 2879 um
- Layout cells sized above 1: between 50% and 60%
- Req. time, crit path: 1280 ps
- Ys flop type: dfrtp_1
- Setup ws final: -199.0 ps
- Register Area: 404.1 um^2
- Number of global-route vias before repair: 983
- Port Buffers: 23
- Count of library flops with an enable pin: 0
- Initial antenna violation count: 0
- Synth-to-Final Area Change: 84.08%
- Max IR drop VDD: 0.2737 mV
- Failing checks: setup timing
- Rel. slew slack: between 70% and 80%
metal layers:
metal	global-route usage (%)	part of all wire (%)	vias to the layer above
li1	-	-	533
met1	7.777	48	488
met2	8.059	45	24
met3	1.663	5.7	2
met4	0.4287	0.31	0
met5	0	0	-
power by group through the flow:
stage	Sequential [mW]	Clock, mW	Combinational (mW)
CTS	0.405	0.307	0.0131
global route	0.404	0.330	0.0144
finish	0.405	0.298	0.0123
flip-flops by register name (all words and copies together), names as in the netlist:
register   count
countTens      4
countOnes      4
guesses        8
area by class of cell:
| type | count | share of cell area (%) |
|---|---|---|
| Multi-Input combinational cell | 88 | 41.58 |
| Timing Repair Buffer | 69 | 28.96 |
| Sequential cell | 16 | 20.69 |
| Tap cell | 77 | 4.933 |
| Clock buffer | 3 | 2.114 |
| Inverter | 9 | 1.730 |
timing repair:
item	CTS	global route
hold buffers	0	0
endpoints found under the hold margin	0	0
endpoints found under the setup margin	14	15
setup buffers	16	3
pin swaps	26	17
gates resized	96	13
cell families (layout without fill, tap and decap cells):
| kind of cell | after synthesis | after routing | synth area share [%] |
|---|---|---|---|
| flops | 16 | 16 | 37.74 |
| xor+xnor | 7 | 7 | 5.778 |
| mux | 1 | 1 | 1.061 |
| compound gates | 29 | 29 | 17.22 |
| simple gates | 40 | 40 | 19.34 |
| buf+inv | 13 | 81 | 5.896 |
| fa+ha+maj | 11 | 11 | 12.97 |
per-stage QoR:
stage | instance area (um^2) | worst slack [ps]
6_report | 1953 | -199.0
5_1_grt | 1953 | -271.4
4_1_cts | 1901 | -227.0
3_5_place_dp | 1577 | -267.8
3_3_place_gp | 1577 | -254.3
2_1_floorplan | 1061 | 161.1
worst max-delay path, cell delays in order, from the launching register on:
cell and delay (ps):
dfrtp_1 400, inv_2 70, buf_6 120, ha_4 140, or2_1 210, a21oi_1 150, nor2_1 50, buf_2 100
layout by cell type, fill, tap and decap left out, types with 2 or more instances in the layout:
master / instances
a21oi_1: 7
a21oi_2: 4
buf_2: 12
buf_4: 32
buf_6: 14
clkbuf_8: 3
clkdlybuf4s50_1: 9
dfrtp_1: 13
dfrtp_2: 3
dlygate4sd2_1: 2
ha_1: 2
ha_4: 9
inv_1: 3
inv_2: 5
nand2_1: 5
nand2_2: 3
nand2b_1: 2
nand2b_4: 5
nand3_1: 3
nor2_1: 10
o21ai_0: 3
o21ai_1: 4
o21ai_2: 4
o31ai_1: 2
or2_1: 2
xnor2_1: 3
xor2_1: 4
path summary, 6_finish.rpt:
check	startpoint	end	cells past startpoint
worst min register to register	guesses[7]$_DFF_PP0_	guesses[7]$_DFF_PP0_	1
worst max register to register	countTens[0]$_DFFE_PP0P_	countTens[0]$_DFFE_PP0P_	8
worst min-delay path	reset	guesses[0]$_DFF_PP0_	3
min in group clk0	guesses[7]$_DFF_PP0_	guesses[7]$_DFF_PP0_	1
worst max-delay path	countOnes[1]$_DFF_PP0_	displayOnes[3]	7
max in group asynchronous	reset	countTens[3]$_DFFE_PP0P_	3
Power and IR drop assume default switching activity.
